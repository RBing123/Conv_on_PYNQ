==> /design/flow/run.sh <==
#!/bin/bash
# OpenROAD 26Q1-2900-gdf79404cd8, Yosys 0.63+post, stock flow scripts
make -C /OpenROAD-flow-scripts/flow DESIGN_CONFIG=/design/flow/config.mk WORK_HOME=/design/flow/orfs finish
==> /design/flow/config.mk <==
export PLATFORM = sky130hd
export DESIGN_NAME = conv
export DESIGN_NICKNAME = conv
export VERILOG_FILES = /design/flow/design.v
export SDC_FILE = /design/flow/constraint.sdc
export NUM_CORES = 4
export LEC_CHECK = 1
export CORE_UTILIZATION = 30
==> /design/flow/constraint.sdc <==
current_design conv

set clk_period 50.1
set clk_io_pct 0.2

create_clock -name clk0 -period $clk_period [get_ports {clk}]

set non_clock_inputs [all_inputs -no_clocks]
set_input_delay [expr $clk_period * $clk_io_pct] -clock clk0 $non_clock_inputs
set_output_delay [expr $clk_period * $clk_io_pct] -clock clk0 [all_outputs]
==> /design/flow/design.v <==
module conv(
    input rst,
    input clk, 
    output reg M0_R_req, 
    output reg [31:0]M0_addr, 
    input [31:0]M0_R_data, 
    output reg [3:0]M0_W_req, 
    output reg [31:0]M0_W_data,
    output reg M1_R_req, 
    output reg [31:0]M1_addr, 
    input [31:0]M1_R_data, 
    output reg [3:0]M1_W_req, 
    output reg [31:0]M1_W_data,
    input start,
    output reg finish
);
    reg [31:0]window[8:0];
    reg [31:0]weight[8:0];
    reg [31:0]bias;
    reg [3:0]state;
    reg [4:0]weight_index;
    reg [5:0]window_index;
    reg [2:0]array_index;
    reg [9:0]window_head;
    reg [2:0]move_state;
    reg [2:0]cal_state;
    reg signed [63:0]product[8:0];
    reg signed [31:0]ans;
    reg [9:0]write_back_index;
    reg stall;
    reg send;
    integer i;
    initial begin
        state = 0;
    end
    always@(posedge clk)begin
        if(start==1&&state==0)begin
            state <= 1;
            array_index <= 0;
            window_index <= 0;
            weight_index <= 0;
            window_head <= 0;
            move_state <= 0;
            cal_state <= 0;
            write_back_index <= 0;
            send <= 1;
            stall <= 1;
        end 
        if(state==1&&start==0)begin
            if(weight_index>=10)begin
                state <= 2;
                send <= 1;
            end else if(send)begin
                M0_R_req <= 1;
                M0_W_req <= 0;
                M0_addr <= (784+weight_index)*4;
                send <= 0;
            end else begin
                M0_R_req <= 0;
                M0_W_req <= 0;
                weight_index <= weight_index + 1;
                weight[weight_index-1] <= M0_R_data;
                send <= 1;
            end
        end else if(state==2)begin
            if(send)begin
                M0_R_req <= 1;
                M0_W_req <= 0;
                M0_addr <= 793*4;
                send <= 0;
            end else begin
                bias <= M0_R_data;
                send <= 1;
                state <= 3;
            end
        end else if(state==3)begin
            if(window_index>=58)begin
                send <= 1;
                state <= 4;
                window_index <= 0;
            end else if(send)begin
                M0_R_req <= 1;
                M0_W_req <= 0;
                M0_addr <= window_index*4;
                send <= 0;
            end else begin
                if(stall)begin
                    stall <= 0;
                end else begin
                if(window_index==1)begin
                    window_index <= 28;
                    array_index <= 3;
                end else if(window_index==29)begin
                    window_index <= 56;
                    array_index <= 6;
                end else begin
                    window_index <= window_index + 1;
                    array_index <= array_index + 1;
                end
                M0_R_req <= 0;
                window[array_index] = M0_R_data;
                send <= 1;
                stall <= 1;
                end
            end
        end else if(state==4)begin
            if(send==1)begin
                if(move_state==0)begin
                    M0_addr <= (window_head+2)*4;
                end else if(move_state==1)begin
                    M0_addr <= (window_head+30)*4;
                end else begin
                    M0_addr <= (window_head+58)*4;
                end               
                M0_R_req <= 1;
                M0_W_req <= 0;
                send <= 0;
            end else begin 
                if(stall)begin
                    stall <= 0;
                end else begin
                if(move_state==0)begin
                    window[2] <= M0_R_data;
                    move_state <= move_state + 1;
                end else if(move_state==1)begin
                    window[5] <= M0_R_data;
                    move_state <= move_state + 1;
                end else begin
                    window[8] <= M0_R_data;
                    move_state <= 0;
                    state <= 5;
                end
                send <= 1;
                stall <= 1;
                end
            end
        end else if(state==5)begin
            if(cal_state==0)begin
                for(i=0; i<9; i=i+1)begin
                    product[i] <= $signed(window[i])*$signed(weight[i]);
                end
                cal_state <= 1;
            end else if(cal_state==1)begin
                for(i=0; i<9; i=i+1)begin
                    product[i][31:0] <= product[i][47:16];
                end
                cal_state <= 2;
            end else begin
                ans <= $signed(product[0][31:0])+$signed(product[1][31:0])+
                        $signed(product[2][31:0])+$signed(product[3][31:0])+
                        $signed(product[4][31:0])+$signed(product[5][31:0])+
                        $signed(product[6][31:0])+$signed(product[7][31:0])+
                        $signed(product[8][31:0]);
                cal_state <= 0;
                state <= 6;
            end
        end else if(state==6)begin
            M1_R_req <= 1;
            M1_W_req <= 4'b1111;
            M1_addr <= write_back_index*4;
            M1_W_data <= ans;
            state <= 7;
            write_back_index <= write_back_index + 1;
        end else if(state==7)begin
            if(write_back_index>=676)begin
                finish <= 1;
            end else begin
                window[0] <= window[1];
                window[1] <= window[2];
                window[3] <= window[4];
                window[4] <= window[5];
                window[6] <= window[7];
                window[7] <= window[8];
                if(window_head%28 >= 25)begin
                    window_head <= window_head + 3;
                    state <= 8;
                end else begin 
                    window_head <= window_head + 1;
                    state <= 4;
                end
            end
        end else if(state==8)begin
            if(window_index>=58)begin
                send <= 1;
                state <= 4;
                window_index <= 0;
            end else begin
                if(send)begin
                    M0_R_req <= 1;
                    M0_W_req <= 0;
                    M0_addr <= (window_head+window_index)*4;
                    send <= 0;
                end else begin
                    if(stall)begin
                        stall <= 0;
                    end else begin
                    if(window_index==1)begin
                        window_index <= 28;
                        array_index <= 3;
                    end else if(window_index==29)begin
                        window_index <= 56;
                        array_index <= 6;
                    end else begin
                        window_index <= window_index + 1;
                        array_index <= array_index + 1;
                    end
                    M0_R_req <= 0;
                    window[array_index] <= M0_R_data;
                    send <= 1;
                    stall <= 1;
                    end
                end
            end
        end
    end
endmodule
==> notes.md <==
Figures from the flow reports.

Run status:
- The run finished with clean final reports.

Logic synthesis:
- The run gives the combined area of all synthesized cells as around 300000 um2.
- The run gives the number of synthesized flops with an enable pin as approximately 1100.
- The run puts the proportion of synthesized flip-flops having asynchronous set or reset at 0.
- The run gives the count of mapped cells out of synthesis as approximately 33000.
- The run gives the average instance area after synthesis as roughly 9.4 um2.
- The run puts the post-synthesis sequential area ratio at 0.1102.
- The synth_stat.txt file lists the number of cells as ~33000.
- For this run, the chip area from Yosys synthesis comes to 307600 um2.
- The run gives the cell type with the largest total area as sky130_fd_sc_hd__fa_1.
- Sorting the synthesized cells by area gives the leading types as sky130_fd_sc_hd__fa_1 (51%), sky130_fd_sc_hd__edfxtp_1 (11%), sky130_fd_sc_hd__inv_1 (10%), sky130_fd_sc_hd__nand2_1 (8.4%), sky130_fd_sc_hd__ha_1 (6.4%).
- For this run, the number of Yosys warnings is 35.
- The run gives the area share of the leading cell type in the synthesized netlist as 0.5055.
- In the Yosys stats the netlist draws on around 91 distinct library cells.
- The run puts the count of state elements after synthesis at 1144.
- The run gives the most frequently used flop master after synthesis as sky130_fd_sc_hd__edfxtp_1.

Routing:
- The run puts the total number of vias at ~210k.
- The first routing iteration left 9316 violations.
- The run gives the routed wire length per instance as 21.17 um.
- For this run, the detailed router's first-pass iteration total came to 6.
- The run puts the count of nets left with antenna violations after detail routing at 0.
- The run gives the remaining design rule violation count as 0.
- The run gives the wire length reported by the detailed router as 971.5 mm.
- The run gives the average vias per placed instance as 4.620.

Clocking:
- The run gives the number of buffers added by the clock tree synthesis step as 151.
- In this run the clock root is driven by a sky130_fd_sc_hd__clkbuf_16.
- The run puts the post-CTS setup buffer count at 0.
- The run gives the hold-fix buffer count after cts as 0.
- The run gives the depth of the CTS H-tree as 4.
- The run gives the clock tree from TritonCTS as built.
- The run puts the maximum number of buffers from clock root to sink at 4.
- The run puts the post-cts repair resize count at 0.
- The run puts the clock transition at the register clock pins on the worst setup and hold paths after CTS at 0.08 ns.
- The run gives the number of sinks handled by clock tree synthesis as between 1000 and 1500.
- The skew report gives the latency at the later pin of the worst-skew pair as 0.94 ns.

Layout:
- The run gives the finished layout cell area as 330300 um2.
- The run gives the layout-stage area growth over the synthesis result as 7.383%.
- Counting the fill cells in the layout gives roughly 100k.
- By instance count after routing, the leading logic cell types are sky130_fd_sc_hd__inv_1 (8539), sky130_fd_sc_hd__fa_1 (7767), sky130_fd_sc_hd__nand2_1 (6880), sky130_fd_sc_hd__and2_1 (1736), sky130_fd_sc_hd__ha_1 (1568).
- The run puts the post-layout instance count excluding filler cells at between 40000 and 50000.
- The run puts the sequential cell area at 33900 um2.
- The run puts the layout cell share with drive strength beyond 1 at 0.04257.
- The layout report lists the multi-input gate area as 235100 um2.
- Per the cell usage report, the commonest logic cell in the layout is sky130_fd_sc_hd__inv_1.

Final timing:
- In the final report, the number of endpoints failing setup comes to 0.
- The run puts the max-slew violation count at 0.
- The run puts the top achievable clock speed at between 70 and 80 MHz.
- The run puts the number of hold-slack violations in the final timing report at 0.
- The run gives the pin slew with the least headroom to its limit as 1.172 ns.
- The run gives the share of the cycle needed by the critical path after routing as 0.2652.
- The run gives the worst setup skew after layout as roughly 0.094 ns.
- The run puts the setup TNS at 0 ns.
- The run gives the headroom to the max-slew limit as 0.2139.
- Setup repair after global routing left no endpoint under its margin.
- The run gives the final critical-path required period as 13.29 ns.

Flow run:
- The run gives the count of maximum capacitance violations as 0.
- The run puts the number of warnings in the stage logs at 76.

Global route:
- The run puts the largest net degree at the start of global routing at 65.
- The run puts the first-pass GRT wire length at 1494 mm.
- The run puts the total routing resource utilization after global routing at 0.2058.
- The run puts the overflow left after global routing at 0.
- The initial antenna violation count came to 101.
- The run puts the via count of the first global-routing pass at approximately 240k.

Floorplan:
- The run puts the standard-cell row count at 371.
- The run puts the vertical die dimension at 1.015 mm.
- The run puts the floorplan core density at 0.3012.
- The run gives the horizontal die dimension as between 1 and 1.5 mm.
- The run puts the chip area at 1029000 um2.
- 206 I/O pins were placed.
- The run puts the area inside the core boundary at 1021000 um2.

Setup path:
- The worst setup path is captured at a register.
- The run gives the maximum fanout count along the critical path as 20.
- The critical path is of the in2reg type.
- STA classifies the critical path startpoint as an input port.
- The run gives the required time at the endpoint of the critical path as 50.64 ns.
- The run gives the arrival time reported for the critical path endpoint as 13.83 ns.

Place:
- In the placement report, post-DP HPWL is listed as 753.2 mm.
- The run gives the post-placement cell count as 45460.
- Port buffering added between 90 and 100 buffers.
- The run puts the final weighted congestion of routability-driven global placement at about 1.0.
- The run gives the post-placement cell area as 324800 um2.

Worst hold path:
- Note that the worst hold path type here is reg2reg.
[routing by layer]
metal / track usage / wire [um] / share of wire / up-vias
li1: - / - / - / 91930
met1: 0.2383 / 332000 / 0.34 / 107800
met2: 0.2968 / 428800 / 0.44 / 10570
met3: 0.1417 / 156800 / 0.16 / 1605
met4: 0.08734 / 51850 / 0.053 / 91
met5: 0.01471 / 2050 / 0.0021 / -
[cell usage after synthesis, drive strengths merged (42+ instances only)]
library cell	instances
o21ai	252
xnor2	646
edfxtp	1098
a21o	201
and2	1741
o21a	76
fa	7767
inv	8541
nor2b	62
nand2b	190
dfxtp	46
buf	117
o21bai	66
nor3	88
nand3	92
xor2	149
nor2	301
a211oi	42
nand2	6883
a31oi	51
mux2	226
clkbuf	1656
ha	1568
a21oi	410
[sequential cells by signal (all words and copies together), names as in the netlist, 5 cells and up]
| signal | flops |
|---|---|
| ans | 32 |
| window | 288 |
| write_back_index | 10 |
| window_index | 6 |
| product | 432 |
| weight | 288 |
| M1_W_data | 32 |
| M1_addr | 10 |
| M0_addr | 11 |
| weight_index | 5 |
| window_head | 10 |
[critical path, stage by stage]
cell and delay, ns:
sky130_fd_sc_hd__clkdlybuf4s50_1 0.52, sky130_fd_sc_hd__or3_1 0.37, sky130_fd_sc_hd__nor3_1 0.55, sky130_fd_sc_hd__nand2_1 0.25
sky130_fd_sc_hd__or2_2 0.39, sky130_fd_sc_hd__nor2_1 0.12, sky130_fd_sc_hd__buf_4 0.24, sky130_fd_sc_hd__and2_1 0.77
sky130_fd_sc_hd__buf_4 0.52
[cell type report]
cell class              instances  area share
multi-input cells           21280      0.7118
clock buffers                 169     0.01184
clock inverters               100    0.003587
well taps                   13610     0.05157
flip-flops and latches       1144      0.1026
diodes                        164    0.001243
inverters                    8541     0.09707
repair buffers                880     0.02029
[cell families (layout without fill, tap and decap cells)]
family,count (synthesis),in the layout,synth area share
buf+inv,10310,9690,0.1269
simple gates,9518,9518,0.1348
fa+ha+maj,9335,9335,0.5693
compound gates,1323,1323,0.02769
flops,1144,1144,0.1102
xor+xnor,795,795,0.02266
mux,229,229,0.008372
other cells,2,245,0.00002442
[through the flow]
stage	hold WS [ns]	setup slack, ns	util
4_1_cts	0.4364	36.91	0.3230
3_5_place_dp	0.4607	35.95	0.3180
5_1_grt	0.4833	36.67	0.3232
3_3_place_gp	0.4472	35.97	0.3180
2_1_floorplan	0.4003	28.44	-
6_report	0.4595	36.81	0.3234
[final timing paths]
kind | start | end | slack [ns] | cells past startpoint
max | start | weight[4][30] | 36.81 | 9
max reg2reg | weight[4][5] | product[4][46] | 40.54 | 26
min reg2reg | cal_state[2] | cal_state[1] | 0.46 | 2
min | cal_state[2] | cal_state[1] | 0.46 | 2
